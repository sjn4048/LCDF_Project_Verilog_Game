<file path="design/flow/run.sh">
#!/bin/bash
# OpenROAD 26Q1-2900-gdf79404cd8, Yosys 0.63+post, stock flow scripts
make -C /OpenROAD-flow-scripts/flow DESIGN_CONFIG=/design/flow/config.mk WORK_HOME=/design/flow/orfs finish
</file>
<file path="design/flow/config.mk">
export PLATFORM = sky130hd
export DESIGN_NAME = MUX2T1_64
export DESIGN_NICKNAME = MUX2T1_64
export VERILOG_FILES = /design/flow/design.v
export SDC_FILE = /design/flow/constraint.sdc
export NUM_CORES = 4
export LEC_CHECK = 1
export CORE_AREA = 10 10 95 95
export DIE_AREA = 0 0 105 105
</file>
<file path="design/flow/constraint.sdc">
current_design MUX2T1_64

set clk_period 1.0
set clk_io_pct 0.2

create_clock -name clk0 -period $clk_period

set non_clock_inputs [all_inputs -no_clocks]
set_input_delay [expr $clk_period * $clk_io_pct] -clock clk0 $non_clock_inputs
set_output_delay [expr $clk_period * $clk_io_pct] -clock clk0 [all_outputs]
</file>
<file path="design/flow/design.v">
`timescale 1ns / 1ps
module MUX2T1_64(input[63:0] a,
					  input[63:0] b,
					  input sel,
					  output reg[63:0] o
					  );
	always@*begin
		if(sel == 1) o <= b;
		else o <= a;
	end
endmodule
</file>
==> changes_impl.md <==
### Implementation results

- Rows: 30
- Post-CTS Hold Fix Bufs: 0
- RD Place Congestion: 0.7179
- Ports: 193
- Yosys chip area: 1077 um^2
- Distinct cells, synth: 4
- LEAKAGE: 0.001689 uW
- Fmax: 835.5 MHz
- Dpl ws: -0.5491 ns
- Hpwl dp: 6.063 mm
- Flop count: 0
- Final setup vio count: 64
- Gate Count Post-Synth: 71
- Maximum VDD drop: 0.0001755 V
- Critical path cell sequence: buf_16, buf_12, buf_12, mux2_4, buf_6
- Placed cell count: 359
- Post-route ant nets: 0
- PD cells: 402.3 nW/um^2
- Min Hold Slack: 0.7046 ns
- Final worst setup slack: -0.1969 ns
- Share of post-route cells with drive strength above 1: 0.5311
- HP Class: in2out
- Die Size: 11030 um^2
- Ys cells: 71
- Fin. max-slew vios: 0
- Flop area: 0 um^2
- Outcome: finished, violations left
- DR WL/cell: 18.22 um
- All-layer global routing usage: 0.1094
- DRC: 0
- Worst slew pin tran: 0.1029 ns
- Cell area leaders: mux2_4 84%, buf_12 11%, mux2_2 4.2%, buf_6 1.0%
- Core region area: 6907 um^2
- Via density: 3.669
- Ys Warns: 1
- Seq share, synth: 0
- Syn_area_per_cell: 15.17 um^2
- RSZ-0062 raised after global routing: true
- CP Class: in2out
- Total congestion overflow: 0
- Crit share post-route: 1.197
- Setup TNS: -6.801 ns
- Post-Route WL: 6.723 mm
- Initial antenna violation count: 0
- Setup crit end kind: output pin
- Largest net degree at the start of global routing: 13
- First-pass detailed-route iteration total: 4
- Crit-path max cell delay: 0.30 ns
- Post-layout min period: 1.197 ns
- First-pass GRT wire length: 9.494 mm
- IO Port Bufs: 193
- Max-area cell share: 0.8362
- Non-filler instance count after layout: 369
- DRT iter0 DRCs: 11
- Final Hold Viols: 0
- DR vias: 1354
- Maxcap violations: 0
- Mapped Area: 1077 um^2
- Number of global-route vias before repair: 1573
- Die height: 105 um
- Crit start category: input pin
- Core Util, Final: 0.4533
- Violated checks: negative setup slack
- Crit-path max FO: 7
- CP max stage cell: mux2_4
- WP data arrival: 1.00 ns
- CLK BUF: 0
- Pre-Place Util: 0.1560
- Synth area leader: mux2_4
- Area grow syn2layout: 190.6%
- Slew headroom: 0.9314
- Number of diodes: 0
- Die X: 105 um
- Tool warning count: 34
- Crit-path most repeated cell: buf_12
- Worst EP required: 0.80 ns
==> Yosys cell counts (all sizes together) <==
library cell  instances
buf                   7
mux2                 64
==> layout by cell type (no fill, tap or decap) <==
cell	instances
buf_8	1
clkdlybuf4s50_1	18
buf_4	5
buf_12	6
clkdlybuf4s15_1	2
buf_16	3
mux2_4	63
mux2_2	1
buf_2	17
buf_6	49
dlygate4sd2_1	104
dlymetal6s2s_1	4
==> routing by layer <==
layer | wire length, um | up-vias | GRT usage
li1 | - | 677 | -
met1 | 2212 | 604 | 0.1062
met2 | 3921 | 73 | 0.2242
met3 | 589 | 0 | 0.03913
met4 | 0 | 0 | 0
met5 | 0 | - | 0
==> report_power, final <==
group / leakage (uW) / switching [uW] / internal, uW
combinational: 0.00169 / 288 / 971
clock: 0 / 0 / 0
sequential: 0 / 0 / 0
==> through the flow <==
| stage | instance area (um^2) | power [uW] |
|---|---|---|
| 6_report | 3131 | 1259 |
| 4_1_cts | 3014 | 1226 |
| 3_5_place_dp | 3090 | 1349 |
| 5_1_grt | 3131 | 1345 |
| 3_3_place_gp | 3090 | 1346 |
| 2_1_floorplan | 1077 | 408.0 |
==> cell type report <==
cell class         count  area [um^2]
fillers              683         3776
repair buffers       209         2053
multi-input cells     64        957.2
well taps             96        120.1
==> what timing repair did <==
item | 4_1_cts | 5_1_grt
pin swaps | 0 | 0
gates cloned | 2 | 0
setup buffers | 6 | 3
resized | 356 | 18
setup endpoints to repair | 64 | 63
==> final timing paths <==
path | start | slack [ns] | to | cells after the start
max | sel | -0.20 | o[12] | 5
min | b[53] | 0.70 | o[53] | 3
==> critical path: cells and delay by family <==
| family | cells | cell delay, ns |
|---|---|---|
| buffers and inverters | 4 | 0.49 |
| muxes | 1 | 0.30 |
==> logic make-up (layout without fill, tap and decap cells) <==
kind of cell,count (synthesis),count (layout),share of synthesized area
buf+inv,7,209,0.1220
mux,64,64,0.8780
No activity file was given, so power comes from the tool's default toggle rates.
